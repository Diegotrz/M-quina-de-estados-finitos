File: /design/flow/design.v
 module menu_bebida(input AD, AT,SEL,CLC,act, clk, reset, output reg B1,B2,B3,B4,act2 );
    reg [3:0] state, next_state;  
    parameter M1 = 4'b0000, M2 = 4'b0001, M3 = 4'b0010, M4 = 4'b0100,S1 = 4'b1000,S2 = 4'b0011, S3 = 4'b1100,S4 = 4'b1001,IN =4'b1010;
    always @ (AD or AT or SEL or CLC or state or act) begin
        case (state)
            M1: begin
                    if (AD == 1  )
                        next_state <= M2;  
                    else 
                        if ( AT== 1  )
							next_state <= M1;  
						else 
							if (SEL == 1 )
								next_state <= S1;  
							else 
									next_state <= M1;
                end
            M2: if (AD == 1  )
                        next_state <= M3;  
                    else 
                        if ( AT== 1  )
							next_state <= M1;  
						else 
							if (SEL == 1 )
								next_state <= S2;  
							else 
									next_state <= M2;
            M3: if (AD == 1  )
                        next_state <= M4;  
                    else 
                        if ( AT== 1  )
							next_state <= M2;  
						else 
							if (SEL == 1 )
								next_state <= S3;  
							else 
									next_state <= M3;
            M4: if (AD == 1  )
                        next_state <= M4;  
                    else 
                        if ( AT== 1  )
							next_state <= M3;  
						else 
							if (SEL == 1 )
								next_state <= S4;  
							else 
									next_state <= M4;
			S1:  if ( CLC == 1  )
                        next_state <= M1;  
					else 
						next_state <= S1; 
			S2:  if ( CLC == 1  )
                        next_state <= M1;  
					else 
						next_state <= S2; 
			S3:  if ( CLC == 1  )
                        next_state <= M1;  
					else 
						next_state <= S3; 
			S4:  if ( CLC == 1  )
                        next_state <= M1;  
					else 
						next_state <= S4; 		
			IN:if ( CLC == 1  )
                        next_state <= IN;  
					else 
						next_state <= IN; 
            default: next_state <= M1;  
        endcase
	end
    always @ (posedge clk or posedge reset) begin
        if (reset == 1) 
            state <= M1;
        else
            state <= next_state;  
    end
    always @ (state) begin
        case (state)
            M1: begin B1 = 1'b1;B2 = 1'b0;B3 = 1'b0;B4 = 1'b0;  end
            M2: begin B1 = 1'b0;B2 = 1'b1;B3 = 1'b0;B4 = 1'b0;   end
            M3: begin B1 = 1'b0;B2 = 1'b0;B3 = 1'b1;B4 = 1'b0;   end
            M4: begin B1 = 1'b0;B2 = 1'b0;B3= 1'b0;B4 = 1'b1;  end
			S1:begin B1 = 1'b0;B2 = 1'b0;B3  = 1'b0;B4 = 1'b1;act2 =1'b1;  end
			S2:begin B1= 1'b0;B2 = 1'b0;B3  = 1'b1;B4 = 1'b0;act2 =1'b1;   end
			S3:begin B1 = 1'b0;B2 = 1'b1;B3  = 1'b0;B4 = 1'b0;act2 =1'b1;   end
			S4:begin B1 = 1'b1;B2 = 1'b0;B3  = 1'b0;B4 = 1'b0;act2 =1'b1;  end
            default: begin B1 = 1'b0;B2 = 1'b0;B3 = 1'b0;B4 = 1'b0;act2=1'b0;  end
        endcase
    end
endmodule
 module menu_comida(input AD, AT,SEL,CLC, clk, reset, output reg OP1,OP2,OP3,OP4,act );
    reg [2:0] state, next_state;  
    parameter M1 = 3'b000, M2 = 3'b001, M3 = 3'b010, M4 = 3'b100,S1 = 3'b101,S2 = 3'b011, S3 = 3'b110,S4 = 3'b111;
    always @ (AD or AT or SEL or CLC or state) begin
        case (state)
            M1: begin
                    if (AD == 1  )
                        next_state <= M2;  
                    else 
                        if ( AT== 1  )
							next_state <= M1;  
						else 
							if (SEL == 1 )
								next_state <= S1;  
							else 
									next_state <= M1;
                end
            M2: if (AD == 1  )
                        next_state <= M3;  
                    else 
                        if ( AT== 1  )
							next_state <= M1;  
						else 
							if (SEL == 1 )
								next_state <= S2;  
							else 
									next_state <= M2;
            M3: if (AD == 1  )
                        next_state <= M4;  
                    else 
                        if ( AT== 1  )
							next_state <= M2;  
						else 
							if (SEL == 1 )
								next_state <= S3;  
							else 
									next_state <= M3;
            M4: if (AD == 1  )
                        next_state <= M4;  
                    else 
                        if ( AT== 1  )
							next_state <= M3;  
						else 
							if (SEL == 1 )
								next_state <= S4;  
							else 
									next_state <= M4;
			S1:  if ( CLC == 1  )
                        next_state <= M1;  
					else 
						next_state <= S1; 
			S2:  if ( CLC == 1  )
                        next_state <= M1;  
					else 
						next_state <= S2; 
			S3:  if ( CLC == 1  )
                        next_state <= M1;  
					else 
						next_state <= S3; 
			S4:  if ( CLC == 1  )
                        next_state <= M1;  
					else 
						next_state <= S4; 		
            default: next_state <= M1;  
        endcase
    end
    always @ (posedge clk or posedge reset) begin
        if (reset == 1) 
            state <= M1;
        else
            state <= next_state;  
    end
    always @ (state) begin
        case (state)
            M1: begin OP1 = 1'b1;OP2 = 1'b0;OP3 = 1'b0;OP4 = 1'b0;  end
            M2: begin OP1 = 1'b0;OP2 = 1'b1;OP3 = 1'b0;OP4 = 1'b0;  end
            M3: begin OP1 = 1'b0;OP2 = 1'b0;OP3 = 1'b1;OP4 = 1'b0;   end
            M4: begin OP1 = 1'b0;OP2 = 1'b0;OP3 = 1'b0;OP4 = 1'b1;  end
			S1:begin OP1 = 1'b0;OP2 = 1'b0;OP3 = 1'b0;OP4 = 1'b1;act =1'b1;  end
			S2:begin OP1 = 1'b0;OP2 = 1'b0;OP3 = 1'b1;OP4 = 1'b0;act =1'b1;   end
			S3:begin OP1 = 1'b0;OP2 = 1'b1;OP3 = 1'b0;OP4 = 1'b0;act =1'b1;   end
			S4:begin OP1 = 1'b1;OP2 = 1'b0;OP3 = 1'b0;OP4 = 1'b0;act =1'b1;  end
            default: begin OP1 = 1'b0;OP2 = 1'b0;OP3 = 1'b0;OP4 = 1'b0;act =1'b0;  end
        endcase
    end
endmodule
 module menu_pago(input AD, AT,SEL,CLC,act2, clk, reset, output reg EFE,TAR);
    reg [2:0] state, next_state;  
    parameter EF = 3'b000, TR= 3'b001, SEF = 3'b010, STAR = 3'b100,VUEL = 3'b101,REC = 3'b011, FN = 3'b110, IN= 3'b111;	
    always @ (AD or AT or SEL or CLC or state or act2) begin
        case (state)
            EF: begin
                    if (AD == 1  )
                        next_state <= TAR;  
                    else 
                        if ( AT== 1  )
							next_state <= EF;  
						else 
							if (SEL == 1 )
								next_state <=SEF ;  
							else 
									next_state <= EF;
                end
            TAR: if (AD == 1  )
                        next_state <= TAR;  
                    else 
                        if ( AT== 1  )
							next_state <= EF;  
						else 
							if (SEL == 1 )
								next_state <= STAR;  
							else 
									next_state <= TAR;
			SEF:  if ( CLC == 1  )
                        next_state <= EF;  
					else 
						next_state <= VUEL; 
			STAR:  if ( CLC == 1  )
                        next_state <= TAR;  
					else 
						next_state <= REC; 
			VUEL:
						next_state <= REC; 
			REC:  	next_state <= FN; 
			FN:  	if ( CLC == 1  )
                        next_state <= EF;  
					else 
						next_state <= FN; 	
			IN: if ( CLC == 1  )
                        next_state <= IN;  
					else 
						next_state <= IN; 
            default: next_state <= EF;  
        endcase
	end
    always @ (posedge clk or posedge reset) begin
        if (reset == 1) 
            state <= EF;
        else
            state <= next_state;  
    end
    always @ (state) begin
        case (state)
            SEF: begin EFE = 1'b1;TAR = 1'b0; end
            STAR: begin EFE = 1'b0;TAR = 1'b1; end
            REC: begin EFE = 1'b0;TAR = 1'b0;  end
            FN: begin EFE = 1'b0;TAR = 1'b0; end
            default: begin EFE = 1'b0;TAR = 1'b0; end
        endcase
    end
endmodule
module top (
input CLK,
    input PIN_11,PIN_12,PIN_13,PIN_10,
	output PIN_16,PIN_15,PIN_14,PIN_17,PIN_18,PIN_19,PIN_20,PIN_21,PIN_22,PIN_23,
	output LED,    
	output USBPU	
);
wire AD, AT,SEL,CLC, clk, reset,OP1,OP2,OP3,OP4;
wire B1,B2,B3,B4;
wire EFE,TAR,RECS,FNS;
assign AD = ~PIN_11;
assign AT = ~PIN_12;
assign SEL = ~PIN_13;
assign CLC = ~PIN_10;
assign reset = 1'b0;
assign OP1= PIN_14;
assign OP2= PIN_15;
assign OP3= PIN_16;
assign OP4= PIN_17;
assign B1= PIN_18;
assign B2= PIN_19;
assign B3= PIN_20;
assign B4= PIN_21;
assign EFE= PIN_22;
assign TAR= PIN_23;
assign clk = counter[25];
wire act;  
wire act2; 
menu_comida U1(AD,AT,SEL,CLC,clk,reset,OP1,OP2,OP3,OP4,act);
menu_bebida U2(PIN_11,PIN_12,PIN_13,PIN_10,act,clk,reset,B1,B2,B3,B4,act2);
menu_pago U3(PIN_11,PIN_12,PIN_13,PIN_10,act2,clk,reset,EFE,TAR);
   reg [25:0] counter;
    always @(posedge CLK) begin
        counter <= counter + 1;
    end
    assign LED = clk;
endmodule
File: /design/flow/run.sh
#!/bin/bash
# OpenROAD 26Q1-2900-gdf79404cd8, Yosys 0.63+post, stock flow scripts
make -C /OpenROAD-flow-scripts/flow DESIGN_CONFIG=/design/flow/config.mk WORK_HOME=/design/flow/orfs finish
File: /design/flow/config.mk
export PLATFORM = sky130hd
export DESIGN_NAME = top
export DESIGN_NICKNAME = top
export VERILOG_FILES = /design/flow/design.v
export SDC_FILE = /design/flow/constraint.sdc
export NUM_CORES = 4
export LEC_CHECK = 1
export CORE_UTILIZATION = 30
File: /design/flow/constraint.sdc
current_design top

set clk_period 6.1
set clk_io_pct 0.2

create_clock -name clk0 -period $clk_period [get_ports {CLK}]

set non_clock_inputs [all_inputs -no_clocks]
set_input_delay [expr $clk_period * $clk_io_pct] -clock clk0 $non_clock_inputs
set_output_delay [expr $clk_period * $clk_io_pct] -clock clk0 [all_outputs]
==> results.ini <==
[worst_setup_path]
cpLargestDelayFamily=flip-flops
cp-end-kind=output port
max_stage_delay_ns=0.57
path_buffers=1
timing.critical_path.to=LED
worstReg2RegStart=counter[5]$_DFF_P_
critical_path_rt_ns=4.88
worst-setup-path-type=flop to output port
critical_path.reg2reg.endpoint=counter[25]$_DFF_P_
cp-startpoint=counter[25]$_DFF_P_
critical_path.max_fanout=12
cp.arrival_ns=1.38
worst_setup_path_start_kind=flop
worst-r2r-setup-slack_ns=4.48
timing.reg2reg.worst_path_depth=4
worstPathCellList=clkdlybuf4s50_1
slowest_stage=sky130_fd_sc_hd__dfxtp_1
critical_path_depth=1

[job]
tool_warnings=25
drv.max_cap_violation_count=0

[status]
outcome=complete, no violations

[sta]
rsz0062_at_grt=no
final.hold.worst_slack_ns=0.417
layout_setup_ws_ns=3.50
finalSetupViolCount=0
unclocked_pins=10
finalClockPeriodUsage_pct=42.6
timing.final.max_slew_violations=0
unconstrained_endpoints=20
period_minus_slack_ns=2.60
fmax_ghz=0.384
setup_tns_ns=0
hold_viol=0
relSlewSlack_pct=62.7
max_slew.worst_pin.slew_ns=0.556
clock_skew_ns=0.00587

[floorplan]
die_width_um=78.8
design.core.area_sq_um=5610
chip_area_sq_um=6200
die_h_um=78.8
effective_utilization_at_floorplan_pct=31.5
top_level_ports=17
number_of_core_rows=27

[pwr]
power-per-cell-area_nw_per_um2=159
vdd.ir_drop.worst_mv=0.172
p_leak_nw=0.740

[min_path]
hp-class=flop to flop

[logic_synthesis]
ys.warnings.count=5
yosys-stat-cells=208
edf_count=0
async_flop_share_pct=0
synth_cell_types=42
area_leaders=sky130_fd_sc_hd__dfxtp_1 41%, sky130_fd_sc_hd__xnor2_1 9.9%, sky130_fd_sc_hd__nand2_1 4.0%
synth_flops=36
syn_area_sq_um=1770
yosysTopAreaCell=sky130_fd_sc_hd__dfxtp_1
dominantRegCellSynth=sky130_fd_sc_hd__dfxtp_1
synth_largest_type_area_fraction_pct=40.8
synthesized_area_divided_by_synthesized_cell_count_sq_um=8.50
yosysSeqAreaShare_pct=40.8
synthesis.instances=208
yosys.stat.chipArea_sq_um=1770

[grt]
gr_ovfl_total=0
first_global_vias=1156
grt_max_degree=18
antenna_found_initial=0
grt_use_total_pct=10.3
grt_first_pass_wirelength_mm=5.27

[finish]
area_delta_synth_final_pct=14.3
mostFrequentLayoutCell=sky130_fd_sc_hd__dfxtp_1
layout_top_cells=36 x sky130_fd_sc_hd__dfxtp_1, 20 x sky130_fd_sc_hd__xnor2_1, 19 x sky130_fd_sc_hd__nand2_1, 15 x sky130_fd_sc_hd__clkdlybuf4s50_1, 14 x sky130_fd_sc_hd__nor2_1
layout-drive-gt1-share_pct=4.23

[route]
insertedDiodeCount=0
drt-total-wl_mm=3.02
vias=1377
first_iter_violations=54
post-route-drc-count=0
detail-route-antenna-nets=0
drt_pre_antenna_iters=4
routed_vias_inst=4.83
routed_wire_length_per_instance_um=10.6

[clock_network]
max-clock-path-buffers=2
clock_tree_from_tritoncts=yes
clock_insertion_delay_at_the_later_pin_of_the_skew_report_ns=0.27
clk_root_buffer_cell=sky130_fd_sc_hd__clkbuf_8
cts.htree.levels=1
number_of_buffers_created_by_cts=3
post_cts_resize_count=0
cts_setup_buffers=0
clk_pin_slew_worst_paths_ns=0.09
cts-hold-fix-buffers=0

[placed_design]
gp_congestion=0.755
place_worst_setup_slack_ns=3.78
place.port_buffers=15
place.detailed.hpwl_mm=1.98

## cell usage after synthesis, types with 3 or more instances
cell type,number
sky130_fd_sc_hd__clkbuf_1,9
sky130_fd_sc_hd__o211ai_1,5
sky130_fd_sc_hd__and3_1,4
sky130_fd_sc_hd__nor3_1,6
sky130_fd_sc_hd__o21ai_0,10
sky130_fd_sc_hd__nor2b_1,4
sky130_fd_sc_hd__xnor2_1,20
sky130_fd_sc_hd__nor2_1,14
sky130_fd_sc_hd__nor3b_1,4
sky130_fd_sc_hd__a21oi_1,7
sky130_fd_sc_hd__and4_1,5
sky130_fd_sc_hd__inv_1,8
sky130_fd_sc_hd__dfxtp_1,36
sky130_fd_sc_hd__nand3_1,13
sky130_fd_sc_hd__nand4_1,4
sky130_fd_sc_hd__xor2_1,6
sky130_fd_sc_hd__and2_1,3
sky130_fd_sc_hd__nand2_1,19
## registers in the layout, indices dropped and copies added (netlist names)
| signal | flops |
|---|---|
| U1.state | 3 |
| U2.state | 4 |
| U3.state | 3 |
| counter | 26 |
## area by class of cell
class	count	area, sq um
fill	593	3590
clock buffer	3	41.3
tap	72	90.1
timing repair buffer	15	150
clock inverter	1	30.0
multi-input combinational	150	958
sequential	36	721
inverter	8	30.0
## worst min-delay path by stage
stage,from,endpoint,slack [ns],cells past startpoint
4_1_cts,counter[0]$_DFF_P_,counter[0]$_DFF_P_,0.42,1
5_1_grt,counter[0]$_DFF_P_,counter[0]$_DFF_P_,0.44,1
6_report,counter[0]$_DFF_P_,counter[0]$_DFF_P_,0.42,1
## where the power goes
group	switching (mW)	internal, mW
sequential	0	0.170
clock	0.0527	0.0878
combinational	0.00690	0.00483
## per-stage QoR
| step | instances | total power, mW | utilization, % | cell area [sq um] |
|---|---|---|---|---|
| after floorplan | 208 | 0.181 | - | 1770 |
| after global placement | 281 | 0.185 | 34.8 | 1950 |
| after detailed placement | 281 | 0.185 | 34.8 | 1950 |
| after CTS | 285 | 0.327 | 36.0 | 2020 |
| after global routing | 285 | 0.336 | 36.0 | 2020 |
| final | 285 | 0.322 | 36.0 | 2020 |
## kinds of logic (layout without fill, tap and decap cells)
group	count (synthesis)	count (layout)	share of synthesized area, %
AND/OR/NAND/NOR	87	87	27.7
AND-OR/OR-AND	34	34	12.1
buffers and inverters	22	27	5.03
adder cells (fa/ha/maj)	1	1	0.708
other	1	1	0.212
XOR/XNOR	26	26	12.9
flip-flops	36	36	40.8
multiplexers	1	1	0.566
## routing by layer
layer	wire length (um)	vias to the layer above	GRT usage (%)	share of wire, %
li1	-	731	-	-
met1	1680	630	16.8	56
met2	1250	14	15.3	41
met3	80	2	1.40	2.6
met4	14	0	0.556	0.46
met5	0	-	0	0
Power figures rest on the tool's default switching activity, not on a simulated workload.
